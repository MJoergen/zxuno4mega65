## design/flow/config.mk

```make
export PLATFORM = sky130hd
export DESIGN_NAME = keyboard_pressed_status
export DESIGN_NICKNAME = keyboard_pressed_status
export VERILOG_FILES = /design/flow/design.v
export SDC_FILE = /design/flow/constraint.sdc
export NUM_CORES = 4
export LEC_CHECK = 1
export CORE_UTILIZATION = 40
```

## design/flow/constraint.sdc

```tcl
current_design keyboard_pressed_status

set clk_period 11.0
set clk_io_pct 0.2

create_clock -name clk0 -period $clk_period [get_ports {clk}]

set non_clock_inputs [all_inputs -no_clocks]
set_input_delay [expr $clk_period * $clk_io_pct] -clock clk0 $non_clock_inputs
set_output_delay [expr $clk_period * $clk_io_pct] -clock clk0 [all_outputs]
```

## design/flow/design.v

```verilog
`timescale 1ns / 1ps
`default_nettype none
module scancode_to_speccy (
    input wire clk,   
    input wire rst,
    input wire scan_received,
    input wire [6:0] scan,
    input wire extended,
    input wire released,
    input wire shift_pressed,
    input wire ctrl_pressed,
    input wire alt_pressed,
    input wire mega_pressed,      
    input wire kbclean,
    input wire [7:0] sp_row,
    output reg [4:0] sp_col,
    input wire [7:0] din,
    output reg [7:0] dout,
    input wire cpuwrite,
    input wire cpuread,
    input wire rewind
    );
    reg [4:0] row[0:7];
    initial begin
        row[0] = 5'b11111;
        row[1] = 5'b11111;
        row[2] = 5'b11111;
        row[3] = 5'b11111;
        row[4] = 5'b11111;
        row[5] = 5'b11111;
        row[6] = 5'b11111;
        row[7] = 5'b11111;
    end
    reg [10:0] addr = 11'h0000;
    reg [11:0] cpuaddr = 12'h0000;   
    reg [2:0] keyrow1 = 3'h0;
    reg [4:0] keycol1 = 5'h00;
    reg [2:0] keyrow2 = 3'h0;
    reg [4:0] keycol2 = 5'h00;
    reg [2:0] signalstate = 3'b000;
		integer r;
		always @* begin
		  sp_col = 5'b11111;
			for (r = 0; r <= 7; r = r + 1) begin :generate_kbd_column_data
  			if (sp_row[r] == 1'b0)
	  		  sp_col = sp_col & row[r];
			end
		end
    parameter 
        CLEANMATRIX     = 4'd0, 
        IDLE            = 4'd1, 
        READSPKEY       = 4'd2, 
        TRANSLATE1      = 4'd3,
        TRANSLATE2      = 4'd4,
        CPUTIME         = 4'd5,
        CPUREAD         = 4'd6,
        CPUWRITE        = 4'd7,
        CPUINCADD       = 4'd8;
    reg [3:0] state = CLEANMATRIX;
    reg key_is_pending = 1'b0;
    wire [2:0] modifiers = {alt_pressed, ctrl_pressed, shift_pressed};
    always @(posedge clk) begin
      if (scan_received == 1'b1)
          key_is_pending <= 1'b1;
      if (rst == 1'b1 || (kbclean == 1'b1 && state == IDLE && key_is_pending == 1'b0))
          state <= CLEANMATRIX;
      else begin
          case (state)
              CLEANMATRIX: begin   
                  row[0] <= 5'b11111;
                  row[1] <= 5'b11111;
                  row[2] <= 5'b11111;
                  row[3] <= 5'b11111;
                  row[4] <= 5'b11111;
                  row[5] <= 5'b11111;
                  row[6] <= 5'b11111;
                  row[7] <= 5'b11111;
                  if (cpuread == 1'b1 || cpuwrite == 1'b1 || rewind == 1'b1)
                      state <= CPUTIME;
                  else
                      state <= IDLE;
              end
              IDLE: begin
                  if (key_is_pending == 1'b1) begin
                      addr <= {modifiers, extended, scan};   
                      state <= READSPKEY;
                      key_is_pending <= 1'b0;
                  end
                  else if (cpuread == 1'b1 || cpuwrite == 1'b1 || rewind == 1'b1)
                      state <= CPUTIME;
              end
              READSPKEY: begin
                  state <= TRANSLATE1;
              end
              TRANSLATE1: begin
                  if (~released) begin            
                    row[keyrow1] <= row[keyrow1] & ~keycol1;
                  end
                  else begin
                    row[keyrow1] <= row[keyrow1] | keycol1;
                  end
                  state <= TRANSLATE2;
              end
              TRANSLATE2: begin
                  if (~released) begin            
                    row[keyrow2] <= row[keyrow2] & ~keycol2;
                  end
                  else begin
                    row[keyrow2] <= row[keyrow2] | keycol2;
                  end
                  state <= IDLE;
              end
              CPUTIME: begin            
                  if (rewind == 1'b1) begin
                      cpuaddr <= 12'h0000;
                      state <= IDLE;
                  end
                  else if (cpuread == 1'b1) begin
                      addr <= cpuaddr[11:1];
                      state <= CPUREAD;
                  end
                  else if (cpuwrite == 1'b1) begin
                      addr <= cpuaddr[11:1];
                      state <= CPUWRITE;
                  end
                  else
                      state <= IDLE;
              end
              CPUREAD: begin    
                  if (cpuaddr[0] == 1'b0)
                    dout <= 8'b11111111;
                  else
                    dout <= 8'b11111111;
                  state <= CPUINCADD;
              end
              CPUWRITE: begin
                  if (cpuaddr[0] == 1'b0)
                     ;
                  else
                     ;
                  state <= CPUINCADD;
              end
              CPUINCADD: begin
                  if (cpuread == 1'b0 && cpuwrite == 1'b0) begin
                      cpuaddr <= cpuaddr + 12'd1;
                      state <= IDLE;
                  end
              end
              default: begin
                  state <= IDLE;
              end
          endcase
          row[0][0] <= ~shift_pressed;
          row[7][1] <= ~mega_pressed;     
      end
    end
endmodule	
module keyboard_pressed_status (
    input wire clk,
    input wire rst,
    input wire scan_received,
    input wire [6:0] scancode,
    input wire extended,
    input wire released,
    output reg kbclean
    );
    reg [255:0] keybstat;   
    initial begin
      kbclean = 1'b1;
      keybstat = 256'h0;
    end
		always @(posedge clk)
      kbclean <= ~(|keybstat);
    always @(posedge clk) begin		    
      if (rst == 1'b1)
        keybstat <= 256'h0;
      else if (scan_received == 1'b1)
        keybstat[{extended,scancode}] <= ~released;
    end
endmodule
module kb_special_functions (
  input wire clk,   
  input wire rst,
  input wire scan_received,
  input wire [7:0] scancode,
  input wire extended,
  input wire released,
  output reg shift_pressed,
  output reg ctrl_pressed,
  output reg alt_pressed,
  output reg user_reset,
  output reg master_reset,
  output reg user_nmi,
  output reg joyup,
  output reg joydown,
  output reg joyleft,
  output reg joyright,
  output reg joyfire,
  output reg video_output_change,
  output reg [12:0] user_fnt
  );
  parameter
    LEFT_SHIFT  = 9'h012,
    RIGHT_SHIFT = 9'h059,
    LEFT_CTRL   = 9'h014,
    RIGHT_CTRL  = 9'h114,
    LEFT_ALT    = 9'h011,
    RIGHT_ALT   = 9'h111,
    BACKSPACE   = 9'h066,
    SUPR        = 9'h171,
    SUPRNUMPAD  = 9'h071,
    SCRLK       = 9'h07E,
    F1          = 9'h005,
    F2          = 9'h006,
    F3          = 9'h004,
    F4          = 9'h00C,
    F5          = 9'h003,
    F6          = 9'h00B,
    F7          = 9'h083,
    F8          = 9'h00A,
    F9          = 9'h001,
    F10         = 9'h009,
    F11         = 9'h078,
    F12         = 9'h007,
    PAD1        = 9'h069,
    PAD2        = 9'h072,
    PAD3        = 9'h07A,
    PAD4        = 9'h06B,
    PAD5        = 9'h073,
    PAD6        = 9'h074,
    PAD7        = 9'h06C,
    PAD8        = 9'h075,
    PAD9        = 9'h07D,
    PLAY        = 9'h134,
    STOP        = 9'h13b,
    PREVTRACK   = 9'h115,
    FF          = 9'h130
    ;
  initial begin
    master_reset = 1'b0;
    user_reset = 1'b0;
    user_nmi = 1'b0;
    joyup = 1'b0;
    joydown = 1'b0;
    joyleft = 1'b0;
    joyright = 1'b0;
    joyfire = 1'b0;
    video_output_change = 1'b0;
    user_fnt = 9'h000;
    shift_pressed = 1'b0;
    ctrl_pressed = 1'b0;
    alt_pressed = 1'b0;
  end
  always @(posedge clk) begin
    if (rst == 1'b1) begin
      user_nmi <= 1'b0;
      joyup <= 1'b0;
      joydown <= 1'b0;
      joyleft <= 1'b0;
      joyright <= 1'b0;
      joyfire <= 1'b0;
      video_output_change <= 1'b0;
      user_fnt <= 13'h0000;
      shift_pressed <= 1'b0;
      ctrl_pressed <= 1'b0;
      alt_pressed <= 1'b0;
    end
    else begin
      if (video_output_change == 1'b1)
        video_output_change <= 1'b0;
      if (scan_received == 1'b1) begin
        case ({extended, scancode})
          LEFT_SHIFT,RIGHT_SHIFT: shift_pressed <= ~released;
          LEFT_CTRL,RIGHT_CTRL  : ctrl_pressed <= ~released;
          LEFT_ALT,RIGHT_ALT    : begin
                                    alt_pressed <= ~released;
                                    joyfire <= ~released;
                                  end
          BACKSPACE             : if (released == 1'b0 && ctrl_pressed == 1'b1 && alt_pressed == 1'b1)
                                    master_reset <= 1'b1;
                                  else
                                    master_reset <= 1'b0;
          SUPR,SUPRNUMPAD       : if (released == 1'b0 && ctrl_pressed == 1'b1 && alt_pressed == 1'b1)
                                    user_reset <= 1'b1;
                                  else
                                    user_reset <= 1'b0;
          F5                    : user_nmi <= ~released;
          SCRLK                 : video_output_change <= ~released;
          PAD8                  : joyup <= ~released;
          PAD5,PAD2             : joydown <= ~released;
          PAD4                  : joyleft <= ~released;
          PAD6                  : joyright <= ~released;
          PAD7                  : begin
                                    joyup <= ~released;
                                    joyleft <= ~released;
                                  end
          PAD9                  : begin
                                    joyup <= ~released;
                                    joyright <= ~released;
                                  end
          PAD1                  : begin
                                    joydown <= ~released;
                                    joyleft <= ~released;
                                  end
          PAD3                  : begin
                                    joydown <= ~released;
                                    joyright <= ~released;
                                  end
          F1                    : user_fnt[8] <= ~released;
          F3                    : user_fnt[7] <= ~released;
          F4                    : user_fnt[6] <= ~released;
          F6                    : user_fnt[5] <= ~released;
          F7                    : user_fnt[4] <= ~released;
          F8                    : user_fnt[3] <= ~released;
          F9                    : user_fnt[2] <= ~released;
          F11                   : user_fnt[1] <= ~released;
          F12                   : user_fnt[0] <= ~released;
          PLAY                  : user_fnt[9] <= ~released;
          PREVTRACK             : user_fnt[10] <= ~released;
          STOP                  : user_fnt[11] <= ~released;
          FF                    : user_fnt[12] <= ~released;
        endcase
      end
    end
  end    
endmodule
```

## design/flow/run.sh

```bash
#!/bin/bash
# OpenROAD 26Q1-2900-gdf79404cd8, Yosys 0.63+post, stock flow scripts
make -C /OpenROAD-flow-scripts/flow DESIGN_CONFIG=/design/flow/config.mk WORK_HOME=/design/flow/orfs finish
```

==> flow_summary.json <==
{
  "worstPathRequired_ns": 11.44,
  "drc_errors": 0,
  "fin_crit_ns": 5.511,
  "p_per_area_nw_per_um2": 169.3,
  "synth_flop_count": 257,
  "clk-insertion-delay-late_ns": 0.55,
  "tritoncts": "yes",
  "status": "finished clean",
  "synthArstFlopShare_pct": 0,
  "first_pass_iters": 21,
  "area_delta_synth_final_pct": 13.10,
  "clock-sinks": 257,
  "die-area_um2": 27470,
  "initial_core_util_pct": 40.93,
  "relSlewSlack_pct": 39.71,
  "grt_start_max_net_pins": 77,
  "synthCells": 1149,
  "hold_viol_final": 0,
  "io_pins": 13,
  "die_w_um": 165.8,
  "start_kind": "primary input",
  "syn_area_um2": 10730,
  "core_area_um2": 26210,
  "ys_area_um2": 10730,
  "numCtsBuffers": 28,
  "io_buffers": 12,
  "antenna_left": 0,
  "drive_gt1_share_pct": 9.604,
  "gp_congestion": 0.9320,
  "ys.flop_type": "dfxtp_1",
  "hp-class": "register to register",
  "grt_first_pass_wirelength_um": 58790,
  "fp.dieH_um": 165.8,
  "cts_root_buf": "clkbuf_16",
  "clk_pin_slew_ns": 0.06,
  "post_cts_buffers": 0,
  "htreeDepth": 1,
  "ys_seq_share_pct": 47.96,
  "pre_cts_ws_ns": 5.027,
  "rrSetupSlack_ns": 9.10,
  "fp-row-count": 59,
  "ctsLongestPathBuffers": 3,
  "cts_hold_buf": 0,
  "vias": 9946,
  "grt_pass1_vias": 9245,
  "layout.cells.non_filler": 1470,
  "dp_hpwl_um": 23540,
  "path_class": "primary input to register",
  "drtIter0Drc": 854,
  "ys_types": 63,
  "finalSetupViolCount": 0,
  "mostFrequentLayoutCells": "257 x dfxtp_1, 177 x o21ai_0, 101 x o211ai_1, 92 x o311ai_0, 70 x nor4_1",
  "timing.fmax_mhz": 181.4,
  "final.setup.tns_ns": 0,
  "cp_max_fo": 18,
  "yosysWarnings": 1,
  "avgSynthCellArea_um2": 9.336,
  "rsz0062_at_grt": "false",
  "post_drt_via_cell_ratio": 6.766,
  "dp.cells": 1423,
  "grt_overflow": 0,
  "final-max-slew-violation-count": 0,
  "final.setup_skew_ns": 0.03159,
  "antennaDiodeCount": 0,
  "endpoint_kind": "register",
  "p_leak_nw": 3.801,
  "worst_slew_pin_slew_ns": 0.8983,
  "worst_slack_ns": 5.489,
  "maxCapViolCount": 0,
  "edf_count": 0,
  "yosysCellCount": 1149,
  "period_used_pct": 50.10,
  "fill_cells": 2404,
  "antenna_found_initial": 0,
  "vdd_drop_max_v": 0.0001115,
  "cp.arrival_ns": 5.95,
  "wl_per_cell_um": 25.94,
  "tool_warnings": 28,
  "grt_usage_pct": 28.84,
  "wl_um": 38130,
  "lay_top_count": "dfxtp_1",
  "hold_slack_ns": 0.4636,
  "cts.repair.resized": 0
}
-- power by group --
| group | total, mW | internal [mW] | leakage [nW] | switching [mW] |
|---|---|---|---|---|
| sequential | 0.935 | 0.934 | 2.07 | 0.00151 |
| combinational | 0.132 | 0.0282 | 1.25 | 0.104 |
| clock | 0.986 | 0.608 | 0.483 | 0.378 |
-- per-stage QoR --
stage / utilization, % / total power [mW] / instance area [µm²]
2_1_floorplan: - / 1.032 / 10730
3_3_place_gp: 42.55 / 1.084 / 11150
3_5_place_dp: 42.55 / 1.083 / 11150
4_1_cts: 46.29 / 2.060 / 12130
5_1_grt: 46.29 / 2.109 / 12130
6_report: 46.29 / 2.054 / 12130
-- registers in the layout, indices dropped and copies added (netlist names) --
name / count
keybstat: 256
kbclean: 1
-- critical path, cell delays in order --
cell             delay [ns]
clkdlybuf4s50_1        0.67
inv_1                  0.27
ha_1                   0.58
xor2_1                 0.58
o211ai_1               0.38
a21oi_1                0.60
buf_4                  0.32
a31oi_1                0.11
a211oi_1               0.22
-- final timing paths --
check	from	end	depth (start not counted)
worst min register to register	keybstat[228]	keybstat[228]	2
worst min-delay path	keybstat[228]	keybstat[228]	2
worst max register to register	keybstat[242]	kbclean	4
worst max-delay path	scancode[0]	keybstat[152]	9
-- cells by family (layout without fill, tap and decap cells) --
| kind of cell | after synthesis | after routing | share of synthesized area (%) |
|---|---|---|---|
| xor+xnor | 3 | 3 | 0.2450 |
| flops | 257 | 257 | 47.96 |
| fa+ha+maj | 4 | 4 | 0.4666 |
| simple gates | 202 | 202 | 10.91 |
| buf+inv | 115 | 101 | 4.619 |
| mux | 6 | 6 | 0.5599 |
| compound gates | 562 | 562 | 35.24 |
-- Yosys cell counts (3+ instances only) --
cell,instances,area [µm²]
a211oi_1,57,427.9
a21oi_1,29,145.1
a311oi_1,3,26.28
a31oi_1,35,219.0
and2_1,7,43.79
buf_2,23,115.1
buf_6,4,45.04
clkbuf_1,77,289.0
dfxtp_1,257,5145
ha_1,4,50.05
inv_1,8,30.03
mux2i_1,6,60.06
nand2_1,48,180.2
nand2b_1,9,56.30
nand3_1,3,15.01
nand4_1,18,112.6
nor2_1,15,56.30
nor2b_1,3,18.77
nor3_1,6,30.03
nor4_1,70,437.9
o211a_1,3,30.03
o211ai_1,101,758.2
o21ai_0,177,885.9
o21ai_1,38,190.2
o311ai_0,92,805.8
o311ai_1,4,35.03
or2_2,3,18.77
or3_1,3,18.77
-- layer usage --
metal	track usage (%)	share of wire, %
met1	43.50	44
met2	40.36	42
met3	8.837	10
met4	9.711	3.9
met5	0	0
-- cell type report --
type | count | area, µm² | area share (%)
clock buffers | 42 | 863.3 | 7.116
clock inverters | 5 | 117.6 | 0.9695
inverters | 8 | 32.53 | 0.2682
multi-input cells | 777 | 5184 | 42.73
flip-flops and latches | 257 | 5145 | 42.41
well taps | 335 | 419.2 | 3.455
repair buffers | 46 | 370.4 | 3.053
Power figures rest on the tool's default switching activity, not on a simulated workload.
